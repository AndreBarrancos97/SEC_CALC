==> flow/design.v <==
`timescale 1ns/1ps
module full_adder_4bits (
  input  clk,
  input  rst,
  input	 start,
  input  [3:0]a,
  input  [3:0]b,
  output done_sum,
  output reg [7:0]sum
);
   wire  co;
   wire  ci = 0;
   wire  aux1;
   wire  aux2;
   wire  aux3;
   wire	 aux4;
   wire  aux5;
   wire  aux6;
   wire  aux7;
   wire   [7:0]aux_sum_final;
   wire done_aux;
	reg [3:0]counter;
	reg [7:0]a_aux;
	reg  [7:0]b_aux;
  assign done_aux = (counter == 4'd3);
  assign done_sum = (counter == 4'd4);
  full_adder adder0 (
		     .a(a_aux[0]),
		     .b(b_aux[0]),
		     .ci(ci),
		     .co(aux1),
		     .sum(aux_sum_final[0])
		     );
  full_adder adder1 (
		     .a(a_aux[1]),
		     .b(b_aux[1]),
		     .ci(aux1),
		     .co(aux2),
		     .sum(aux_sum_final[1])
		     );  
  full_adder adder2 (
		     .a(a_aux[2]),
		     .b(b_aux[2]),
		     .ci(aux2),
		     .co(aux3),
		     .sum(aux_sum_final[2])
		     );
  full_adder adder3 (
		     .a(a_aux[3]),
		     .b(b_aux[3]),
		     .ci(aux3),
		     .co(aux4),
		     .sum(aux_sum_final[3])
		     );
  full_adder adder4 (
		     .a(a_aux[4]),
		     .b(b_aux[4]),
		     .ci(aux4),
		     .co(aux5),
		     .sum(aux_sum_final[4])
		     );
  full_adder adder5 (
		     .a(a_aux[5]),
		     .b(b_aux[5]),
		     .ci(aux5),
		     .co(aux6),
		     .sum(aux_sum_final[5])
		     );
  full_adder adder6 (
		     .a(a_aux[6]),
		     .b(b_aux[6]),
		     .ci(aux6),
		     .co(aux7),
		     .sum(aux_sum_final[6])
		     );
  full_adder adder7 (
		     .a(a_aux[7]),
		     .b(b_aux[7]),
		     .ci(aux7),
		     .co(),
		     .sum(aux_sum_final[7])
		     );
   always@(posedge clk)
     if(rst)begin
       counter <= 4'd6;
       sum <= 8'd0;
      end
     else if (start)begin
       	counter <= 4'd0;
       	sum <= 8'd0;
     end
	 else if (counter == 4'd0)begin
	  	   	if ((a[3] == 1'b0) & (b[3] == 1'b0))begin
				counter <= 4'd1;
				a_aux <= {4'b0000,a[3:0]};
				b_aux <= {4'b0000,b[3:0]};
	   		end
	   		else if ((a[3] == 1'b1) & (b[3] == 1'b0))begin
			    counter <= 4'd1;
				a_aux <= {4'b1111,a[3:0]};
				b_aux <= {4'b0000,b[3:0]};
	   		end
	   		else if ((a[3] == 1'b0) & (b[3] == 1'b1))begin
			    counter <= 4'd1;
				a_aux <= {4'b0000,a[3:0]};
				b_aux <= {4'b1111,b[3:0]};
	   		end
	   		else if ((a[3] == 1'b1) & (b[3] == 1'b1))begin
			    counter <= 4'd1;
				a_aux <= {4'b1111,a[3:0]};
				b_aux <= {4'b1111,b[3:0]};
	   		end
	 end 
     else if (counter < 4'd3)
       counter <= counter + 1'b1;
	 else if (done_aux)begin
     	    sum <= aux_sum_final;
			counter <= 4'd4;
     end
endmodule
`timescale 1ns/1ps
module full_adder(
  input  a,
  input  b,
  input  ci,
  output  co,
  output  sum
);
   wire  out_xor;
   wire  out_and1;
   wire   out_and2;
   assign out_xor = a ^ b;
   assign out_and1 = out_xor & ci;
   assign out_and2 = a & b;
   assign sum = out_xor ^ ci;
   assign co = out_and1 | out_and2;
endmodule
==> flow/run.sh <==
#!/bin/bash
# OpenROAD 26Q1-2900-gdf79404cd8, Yosys 0.63+post, stock flow scripts
make -C /OpenROAD-flow-scripts/flow DESIGN_CONFIG=/design/flow/config.mk WORK_HOME=/design/flow/orfs finish
==> flow/config.mk <==
export PLATFORM = sky130hd
export DESIGN_NAME = full_adder_4bits
export DESIGN_NICKNAME = full_adder_4bits
export VERILOG_FILES = /design/flow/design.v
export SDC_FILE = /design/flow/constraint.sdc
export NUM_CORES = 4
export LEC_CHECK = 1
export CORE_AREA = 10 10 102 102
export DIE_AREA = 0 0 112 112
export SYNTH_HDL_FRONTEND = slang
==> flow/constraint.sdc <==
current_design full_adder_4bits

set clk_period 3.6
set clk_io_pct 0.2

create_clock -name clk0 -period $clk_period [get_ports {clk}]

set non_clock_inputs [all_inputs -no_clocks]
set_input_delay [expr $clk_period * $clk_io_pct] -clock clk0 $non_clock_inputs
set_output_delay [expr $clk_period * $clk_io_pct] -clock clk0 [all_outputs]
==> CHANGELOG.md <==
### Changed

- Via density: 3.17
- DR DRC count: 0
- Total GRT Usage: 0.0328
- RSZ-0062 raised after global routing: no
- Routability cong.: between 0.7 and 0.8
- Setup TNS: 0 ps
- Antenna cell count: 0
- # resized after CTS: 0
- Critical Path Source: b_aux[0]
- Max Cap Viol: 0
- Seq pwr share: 0.567
- Top cell area share: 0.296
- H-tree Lvls: 1
- Sw Share: 0.214
- Synth warn: 0
- Die area: 12500 µm²
- WS Path Type: flop to flop
- Wire per inst: 9.53 µm
- Post-CTS Setup Inserts: 0
- Fin crit period: roughly 2600 ps
- P&R area growth vs syn: 34.7%
- Clock group share of total power: 0.334
- First-pass GRT wire length: 3.42 mm
- FF-to-FF setup slack: about 1000 ps
- Pint: 0.341 mW
- Worst r2r src: b_aux[0]
- Crit path launch type: flop
- Setup ws final: 1030 ps
- Clock slew at reported path FFs: 70 ps
- Initial antenna violation count: 0
- FMAX: 389 MHz
- Worst Tran Pin Value: about 460 ps
- Routed via count: 659
- RR Endpoint: sum[7]
- Die X: 112 µm
- Comb pwr share: 0.099
- Vias in the first global route: 685
- Clk buf depth: 2
- Clk root buf: clkbuf_8
- Cell Rows: 33
- #FFs+latches synth: 20
- Lkg Pwr: 0.473 nW
- Initial DRC count: between 40 and 50
- # Cells Yosys: roughly 83
- Post-Syn Area: around 1000 µm²
- Detail Placement HPWL: 1.67 mm
- Worst hold path class: flop to flop
- Setup Skew: 1.32 ps
- Most frequent CP cell: fa_1
- Fraction of layout cells with a size suffix above 1: 0.0874
- Worst path max stage delay: 420 ps
- CTS buffer count: 3
- Crit path depth: 6
- Tool Warnings: 32
- Clock tree from TritonCTS: done
- Core ar.: 8220 µm²
- Synth area leader: edfxtp_1
- CP max stage cell: fa_1
- Die height: 112 µm
- YS chip area: 1010 µm²
- Register area share after synthesis: 0.494
- Pwr/cell area: ~320 nW/µm²
- Cell count after synthesis: 83
- Post-Place Worst Slack: approximately 990 ps
- CP Max Fanout: 2
- Distinct cells, synth: 29
- Mean area per synthesized cell: 12.2 µm²
- Fp util: 0.123
- Hold buffers post-CTS: 0
- Status: completed
- Num ports: 20
- Main area contributors: edfxtp_1 (30%), dfxtp_1 (20%), fa_1 (9.9%)
- Crit path to: sum[7]
- Final Hold Viols: 0
- CP required: 3760 ps
- Final wirelength: 1.98 mm
- CP Data Arrival Time: 2730 ps
- I/O Buffers: 19
- Crit path cell chain: ha_1 > fa_1 > fa_1 > fa_1 > fa_1 > a2111oi_4
- Final Core Density: 0.166
- Antenna-violating nets left: 0
- GR Overflow Total: 0
- Cycle use final: 0.714
- # clock sinks: 20
- Worst slew margin: 0.693
- Largest net degree at the start of global routing: 14
- Peak VDD IR: 0.118 mV
- Top delay family on crit path: adder cells
- Clk latency late pin: 250 ps
- Hold Slack: 452 ps
- Pre-antenna DRT Iters: 4
- R2R depth: 6
- CP Capture Type: flop
- CP bufs+invs: 0
- Setup Viol. Count Final: 0
- Net load switching power: slightly above 0.09 mW
- Pwr Total: 0.434 mW
- Fin. max-slew vios: 0
[cells in the final DEF (no fill, tap or decap), drive strengths merged, types with 2 or more instances in the layout]
cell / count
a21oi: 3
and2: 3
clkbuf: 3
clkdlybuf4s50: 19
dfxtp: 10
edfxtp: 10
fa: 5
ha: 8
inv: 6
nand2: 5
nand4: 5
nor2: 6
nor4b: 2
o21ai: 6
[Yosys cell counts]
library cell	instances
and3_1	1
fa_1	5
a21oi_1	2
and2_2	1
inv_1	6
nor3b_1	1
o21ai_1	1
o21ai_0	5
ha_1	8
nor3_1	1
edfxtp_1	10
o21bai_1	1
a31oi_1	1
or2_2	1
dfxtp_1	10
and2_1	1
o41ai_1	1
a2111oi_4	1
nor4b_4	1
buf_4	2
nand4_1	5
and3b_1	1
nand2_1	5
a21oi_2	1
clkbuf_1	2
nor4b_1	1
o211a_1	1
nor2_1	6
and2_0	1
[cell type report]
class | count | area [µm²]
clock inverters | 1 | 3.75
flip-flops and latches | 20 | 500
well taps | 105 | 131
multi-input cells | 53 | 468
inverters | 6 | 22.5
repair buffers | 20 | 198
clock buffers | 3 | 41.3
fillers | 879 | 6850
[metal layers]
layer  wire, µm  GRT usage  vias up
li1           -          -      331
met1        883     0.0413      309
met2        947     0.0532       17
met3        142     0.0141        2
met4         10    0.00254        0
met5          0          0        -
[stage by stage]
| step | cell area (µm²) | instances |
|---|---|---|
| 6_report | 1370 | 208 |
| 5_1_grt | 1370 | 208 |
| 4_1_cts | 1370 | 208 |
| 3_5_place_dp | 1320 | 204 |
| 3_3_place_gp | 1320 | 204 |
| 2_1_floorplan | 1010 | 83 |
[power groups by stage]
| stage | registers (mW) | logic (mW) | clock network, mW |
|---|---|---|---|
| 4_1_cts | 0.246 | 0.0440 | 0.150 |
| 5_1_grt | 0.247 | 0.0491 | 0.162 |
| 6_report | 0.246 | 0.0431 | 0.145 |
[how the worst min path moves through the flow]
stage                 startpoint  endpoint  slack, ps  cells past startpoint
final                     sum[3]    sum[3]        450                      2
after global routing      sum[3]    sum[3]        470                      2
after CTS                 sum[3]    sum[3]        460                      2
[sequential cells by signal, summed over array words and instances (netlist names)]
| register | flops |
|---|---|
| counter | 4 |
| sum | 6 |
| b_aux | 5 |
| a_aux | 5 |
[kinds of logic (layout without fill, tap and decap cells)]
group | count (synthesis) | after routing | synth area share
AND-OR/OR-AND | 14 | 14 | 0.107
flip-flops | 20 | 20 | 0.494
AND/OR/NAND/NOR | 26 | 26 | 0.157
adder cells (fa/ha/maj) | 13 | 13 | 0.198
buffers and inverters | 10 | 30 | 0.0444
[worst register-to-register path, cell delays in order, from the launching register on]
cell and delay (ps):
edfxtp_1 370, ha_1 220, fa_1 370, fa_1 380
fa_1 420, fa_1 420, a2111oi_4 290
Power figures rest on the tool's default switching activity, not on a simulated workload.
