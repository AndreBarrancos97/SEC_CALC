--- flow/constraint.sdc ---
current_design full_adder_4bits_XOR

set clk_period 3.7
set clk_io_pct 0.2

create_clock -name clk0 -period $clk_period [get_ports {clk}]

set non_clock_inputs [all_inputs -no_clocks]
set_input_delay [expr $clk_period * $clk_io_pct] -clock clk0 $non_clock_inputs
set_output_delay [expr $clk_period * $clk_io_pct] -clock clk0 [all_outputs]
--- flow/run.sh ---
#!/bin/bash
# OpenROAD 26Q1-2900-gdf79404cd8, Yosys 0.63+post, stock flow scripts
make -C /OpenROAD-flow-scripts/flow DESIGN_CONFIG=/design/flow/config.mk WORK_HOME=/design/flow/orfs finish
--- flow/config.mk ---
export PLATFORM = sky130hd
export DESIGN_NAME = full_adder_4bits_XOR
export DESIGN_NICKNAME = full_adder_4bits_XOR
export VERILOG_FILES = /design/flow/design.v
export SDC_FILE = /design/flow/constraint.sdc
export NUM_CORES = 4
export LEC_CHECK = 1
export CORE_AREA = 10 10 70 70
export DIE_AREA = 0 0 80 80
export SYNTH_HDL_FRONTEND = slang
--- flow/design.v ---
`timescale 1ns/1ps
module full_adder_4bits_XOR (
	input rst,
	input  clk,
	input  complement1_sel,
	input  [3:0]a,
	input  [3:0]b,
	input  ci,
	output reg [3:0]sum,
	output  complement1_finish
);
   wire		done;
	wire  aux1;
	wire  aux2;
	wire  [3:0]sum_aux_v2;
	wire  [3:0]sum_aux;
	wire  [3:0]a_xor;
	wire  [3:0]aux_xor = 4'b1111;
	reg [3:0] counter;
assign a_xor = a ^ aux_xor;
assign sum_aux_v2 = {a[3], sum_aux[2:0]};
assign complement1_finish = (counter == 4'd2);
assign done = (counter == 4'd1);
	full_adder adder0 (
		     .a(a_xor[0]),
		     .b(b[0]),
		     .ci(ci),
		     .co(aux1),
		     .sum(sum_aux[0])
		     );
	full_adder adder1 (
			 .a(a_xor[1]),
		     .b(b[1]),
		     .ci(aux1),
		     .co(aux2),
		     .sum(sum_aux[1])
		     );  
	full_adder adder2 (
		     .a(a_xor[2]),
		     .b(b[2]),
		     .ci(aux2),
		     .co(),
		     .sum(sum_aux[2])
		     );
   always@(posedge clk)
     if(rst)begin
       counter <= 4'd4;
       sum <= 4'd0;
      end
     else if (complement1_sel)begin
       counter <= 4'd0;
       sum <= 8'd0;
       end
	 else if (counter != 4'd1)
       counter <= counter + 1'b1;
	 else if (done)begin
		if ((sum_aux_v2[3] == 1'b0))begin
			sum <= a;
			counter <= 4'd2;
		end
		else if ((sum_aux_v2[3] == 1'b1))begin
			sum <= sum_aux_v2;
			counter <= 4'd2;
		end
	 end
endmodule
`timescale 1ns/1ps
module full_adder(
  input  a,
  input  b,
  input  ci,
  output  co,
  output  sum
);
   wire  out_xor;
   wire  out_and1;
   wire   out_and2;
   assign out_xor = a ^ b;
   assign out_and1 = out_xor & ci;
   assign out_and2 = a & b;
   assign sum = out_xor ^ ci;
   assign co = out_and1 | out_and2;
endmodule
==> ci_impl_report.md <==
### Flow metrics

| Metric | Value |
|---|---|
| Post-synth EDFFs | 0 |
| Total GRT Usage | 0.0303 |
| Grt total ovfl | 0 |
| Die x size | 80 um |
| Ys cells | 46 |
| Arr. time, crit path | 2.58 ns |
| Cells after Synth | 46 |
| Ports | 17 |
| Worst Hold Class | reg -> reg |
| Cts repair resizes | 0 |
| Hold depth | 2 |
| Final setup violating endpoints | 0 |
| Hold Vio Cnt, Final | 0 |
| Post-route ant nets | 0 |
| Die footprint | 0.00640 mm^2 |
| Total Negative Setup Slacks | 0 ns |
| Min Hold Slack | 0.456 ns |
| Area growth from synthesis to layout | 50.1% |
| Asr flop ratio synth | 0 |
| Placed Cells incl. Taps | 106 |
| Setup CP Type | in -> reg |
| WL/cell | 9.03 um |
| Tool warnings | 28 |
| Routed vias | 370 |
| Maximum vdd drop | 0.111 mV |
| Dominant Register Cell | dfxtp_1 |
| Leak pwr | 0.257 nW |
| Commonest Layout Cell | clkdlybuf4s50_1 |
| Fp util | 0.132 |
| Final Cycle Share | 0.649 |
| Diodes inserted | 0 |
| Clk sinks | 8 |
| Std-Cell Rows | 21 |
| Clock Skews | 0.000419 ns |
| Worst Max-Slew Pin Slew | 0.397 ns |
| FF+latch count, synth | 8 |
| Residual DRC | 0 |
| CTS root buf | clkbuf_4 |
| First-pass GRT wire length | 1540 um |
| CTS Buf Count | 3 |
| Req. time, crit path | 3.88 ns |
| Comb. cell area | 262 um^2 |
| CTS clock-pin slew for the worst setup and hold paths | 0.06 ns |
| Synth unique cells | 23 |
| Crit. End Element | register |
| Number of detailed-route iterations in the first pass | 2 |
| Chip Height | 80 um |
| Final WL | 984 um |
| Critical path startpoint category | input port |
| CTS H-tree depth | 1 |
| TritonCTS clock tree | built |
| Detail Placement HPWL | 809 um |
| Insertion Delay late pin | 0.25 ns |
| Vias per cell | 3.39 |
| Outcome | complete, no violations |
| Largest net degree at the start of global routing | 9 |
| Final worst path period need | 2.40 ns |
| Worst Reg-to-Reg Cells | 4 |
| Largest fanout on the critical path | 2 |
| Share of post-route cells with drive strength above 1 | 0.0952 |
| CTS Buffer Depth | 2 |
| RSZ-0062 raised after global routing | false |
| YS chip area | 452 um^2 |
| Max frequency | 0.416 GHz |
| CTS Hold Bufs | 0 |
| Core ar. | 0.00342 mm^2 |
| Slew margin rel. | 0.735 |
| YS warnings | 0 |
| Buffers on Ports | 15 |
| Post-CTS setup buffers | 0 |
| Max Slew Vio Count | 0 |
| Flop area | 160 um^2 |
| Register area share after synthesis | 0.355 |
| Max cap viols | 0 |
| Post-Syn Area | 452 um^2 |
| Non-Filler Instances | 109 |
| Fillers | 397 |
| Iter 0 DRT Violations | 4 |
| Initial antenna violation count | 0 |
| Syn avg cell area | 9.82 um^2 |
| GP Congestion | 0.744 |
| Dominant logic cell types in the final layout | clkdlybuf4s50_1 (15), dfxtp_1 (8), inv_1 (7) |
| Number of global-route vias before repair | 379 |
| PwrDens | 284 mW/mm^2 |
## flip-flops by register name, summed over array words and instances, names as in the netlist
signal,count
counter,4
sum,4
## cells in the mapped netlist (2+ instances only)
master   number  share of area
fa_1          2          0.089
dfxtp_1       8           0.35
xor2_1        2          0.039
nor2_1        4          0.033
inv_1         7          0.058
nand2_1       2          0.017
nor3_1        2          0.022
ha_1          3          0.083
mux2i_1       2          0.044
## power breakdown
part | total (mW) | switching [mW] | leakage [nW] | internal (mW)
Clock | 0.0674 | 0.0303 | 0.0138 | 0.0372
Sequential | 0.0921 | 0.00324 | 0.0652 | 0.0888
Combinational | 0.0329 | 0.0130 | 0.178 | 0.0199
Total | 0.192 | 0.0465 | 0.257 | 0.146
## layer usage
| metal | vias to the layer above | wire length, um | GRT usage |
|---|---|---|---|
| met4 | 0 | 0 | 0.00176 |
| met2 | 13 | 405 | 0.0449 |
| li1 | 188 | - | - |
| met5 | - | 0 | 0 |
| met3 | 0 | 94 | 0.0227 |
| met1 | 169 | 484 | 0.0359 |
## worst paths after layout
| kind | startpoint | to | slack, ns |
|---|---|---|---|
| max | b[0] | sum[2]$_SDFFE_PP0P_ | 1.30 |
| min | sum[1]$_SDFFE_PP0P_ | sum[1]$_SDFFE_PP0P_ | 0.46 |
| max reg2reg | counter[0]$_SDFF_PP0_ | sum[2]$_SDFFE_PP0P_ | 2.32 |
| min reg2reg | sum[1]$_SDFFE_PP0P_ | sum[1]$_SDFFE_PP0P_ | 0.46 |
## worst max-delay path: stages
cell and delay (ns):
clkdlybuf4s50_1 0.45, inv_1 0.05, fa_1 0.40, fa_1 0.39
xor2_1 0.19, and4_1 0.20, nor3_1 0.15
## cell type report
type	instances	area share
clock buffers	3	0.0332
inverters	7	0.0387
multi-input cells	30	0.386
flip-flops and latches	8	0.236
well taps	46	0.0849
repair buffers	15	0.221
## through the flow
step	area (um^2)	utilization	total power, mW	setup slack [ns]
floorplan	452	-	0.110	1.57
global placement	656	0.192	0.126	1.06
detailed placement	656	0.192	0.127	1.06
CTS	678	0.199	0.196	1.31
global route	678	0.199	0.202	1.22
finish	678	0.199	0.192	1.30
## kinds of logic (layout without fill, tap and decap cells)
logic type	Yosys count	in the layout	share of synthesized area
AND-OR/OR-AND	6	6	0.105
XOR/XNOR	3	3	0.0582
adder cells (fa/ha/maj)	5	5	0.172
buffers and inverters	8	25	0.0665
flip-flops	8	8	0.355
multiplexers	2	2	0.0443
AND/OR/NAND/NOR	14	14	0.199
Power figures rest on the tool's default switching activity, not on a simulated workload.
